===== design.v =====
module cic
#(parameter Win = 18,  
  parameter Ncomb = 1,  
  parameter Ng = 27,  
  parameter Wout = 27,  
  parameter K=0,
  parameter R=2000)  
(
input signed [Win-1:0] id_data,		 
input ic_val_data,
input ic_rst,	
input clk,
output signed [Wout-1:0] od_data,   
output oc_val_data
);
logic signed [Win+Ncomb*3+Ng-1:0] cic_pc_od_data;
logic cic_pc_oc_val_data;
cic_pc #(.Win(Win), .Ncomb(Ncomb), .Ng(Ng), .R(R)) UUT (
    .id_data(id_data),
    .ic_val_data(ic_val_data),
    .ic_rst(ic_rst),
    .clk(clk),
    .od_data(cic_pc_od_data),
    .oc_val_data(cic_pc_oc_val_data)
);
logic signed [Win + Ncomb * 3 + Ng - 1:0] scale_od_data;
assign scale_od_data = cic_pc_od_data >>> K;
logic signed [Wout - 1:0] sat_od_data;
assign sat_od_data = (scale_od_data > $signed({1'b0, {(Wout-1){1'b1}}})) ? {1'b0, {(Wout-1){1'b1}}} :
                    (scale_od_data < $signed({1'b1, {(Wout-1){1'b0}}})) ? {1'b1, {(Wout-1){1'b0}}} :
                    scale_od_data[Wout-1:0];
assign od_data = sat_od_data;
assign oc_val_data = cic_pc_oc_val_data;
endmodule 
module cic_comb #(parameter W = 21) (
    input [W-1:0] id_data,
    input ic_val_data,
    input clk,
    output [W-1:0] od_data,
    output oc_val_data
);
    logic val_data_r = 0;
    logic [W-1:0] od_data_r = 0;
    logic [W-1:0] data_delay = 0;
    always_ff @(posedge clk) begin
        if(ic_val_data) begin
            data_delay <= id_data;
            od_data_r <= id_data - data_delay;
        end
        val_data_r <= ic_val_data;
    end
    assign oc_val_data = val_data_r;
    assign od_data = od_data_r;
endmodule
module cic_expander #(parameter W = 21, parameter R = 2000) (
    input [W-1:0] id_data,
    input ic_val_data,
    input ic_rst,
    input clk,
    output [W-1:0] od_data,
    output oc_val_data
);
    logic [W-1:0] o_data_r;
    logic is_counting;
    logic [$clog2(R)-1:0] counter;
    always_ff @(posedge clk) begin
        if(ic_rst) begin
            is_counting <= 0;
            counter <= 0;
            o_data_r <= 0;
        end else begin
            if(ic_val_data) begin
                is_counting <= 1;
                counter <= 0;
                o_data_r <= id_data;
            end else if(is_counting) begin
                if(counter == R - 1) begin
                    is_counting <= ic_val_data;
                    counter <= 0;
                end else begin
                    counter <= counter + 1;
                    o_data_r <= 0;
                end
            end
        end
    end
    assign od_data = o_data_r;
    assign oc_val_data = is_counting;
endmodule
module cic_int #(parameter W = 21) (
    input [W-1:0] id_data,
    input ic_val_data,
    input clk,
    output [W-1:0] od_data,
    output oc_val_data
);
    logic [W-1:0] data_delayed = 0;
    logic o_val_data_r;
    always_ff @(posedge clk) begin
        if(ic_val_data) begin
            data_delayed <= id_data + data_delayed;
        end
        o_val_data_r <= ic_val_data;
    end
    assign oc_val_data = o_val_data_r;
    assign od_data = data_delayed;
endmodule
module cic_pc
#(parameter Win = 18,  
  parameter Ncomb = 1,  
  parameter Ng = 27,  
  parameter R=2000)  
(
input signed [Win-1:0] id_data,		 
input ic_val_data,
input ic_rst,	
input clk,
output signed [Win+Ncomb*3+Ng-1:0] od_data,   
output oc_val_data
);
logic [2:0][Win + Ncomb * 3-1:0] combs_od_data;
logic [2:0] combs_od_val_data;
logic [Win + Ncomb * 3 - 1:0] id_data_expanded;
assign id_data_expanded = $signed(id_data);
cic_comb #(.W(Win + Ncomb * 3)) comb (
    .id_data(id_data_expanded),
    .ic_val_data(ic_val_data),
    .clk(clk),
    .od_data(combs_od_data[0]),
    .oc_val_data(combs_od_val_data[0])
);
generate
genvar i;
    for(i = 1; i < 3; i++) begin : gen_comb
        cic_comb #(.W(Win + Ncomb * 3)) comb (
            .id_data(combs_od_data[i-1]),
            .ic_val_data(combs_od_val_data[i-1]),
            .clk(clk),
            .od_data(combs_od_data[i]),
            .oc_val_data(combs_od_val_data[i])
        );
    end
endgenerate
logic [Win + Ncomb * 3-1:0] expander_od_data;
logic expander_oc_val_data;
cic_expander #(.W(Win + Ncomb * 3), .R(R)) expander (
    .id_data(combs_od_data[2]),
    .ic_val_data(combs_od_val_data[2]),
    .ic_rst(ic_rst),
    .clk(clk),
    .od_data(expander_od_data),
    .oc_val_data(expander_oc_val_data)
);
logic [Win + Ncomb * 3 + Ng - 1:0] int_id_data_expanded;
assign int_id_data_expanded = $signed(expander_od_data);
logic [2:0][Win + Ncomb * 3 + Ng - 1:0] int_od_data;
logic [2:0] int_od_val_data;
cic_int #(.W(Win + Ncomb * 3 + Ng)) my_cic_int (
    .id_data(int_id_data_expanded),
    .ic_val_data(expander_oc_val_data),
    .clk(clk),
    .od_data(int_od_data[0]),
    .oc_val_data(int_od_val_data[0])
);
generate
genvar j;
    for(j = 1; j < 3; j++) begin : gen_int
        cic_int #(.W(Win + Ncomb * 3 + Ng)) my_cic_int (
            .id_data(int_od_data[j-1]),
            .ic_val_data(int_od_val_data[j-1]),
            .clk(clk),
            .od_data(int_od_data[j]),
            .oc_val_data(int_od_val_data[j])
        );
    end
endgenerate
assign od_data = int_od_data[2];
assign oc_val_data = int_od_val_data[2];
endmodule 
module cic_wrp
(
input signed [17:0] id_data,	 
input ic_val_data,
input ic_rst,	
input clk,
output signed [15:0] od_data,   
output oc_val_data
);
logic signed [17:0] id_data_r;
logic val_in_r;
logic ic_rst_r;
logic clk_r;
logic signed [15:0] od_data_r;
logic signed [15:0] od_data_s;
logic val_out_s, val_out_r;
parameter reg_io = 0;
generate if (reg_io == 0)
	always_comb 	
		begin
			id_data_r      <= id_data;
            val_in_r       <= ic_val_data;
			ic_rst_r       <= ic_rst;
            od_data_r      <= od_data_s;
            val_out_r      <= val_out_s;
		end
else
	always_ff@(posedge clk) 	
		begin
			id_data_r      <= id_data;
            val_in_r       <= ic_val_data;
			ic_rst_r       <= ic_rst;
            od_data_r      <= od_data_s;
            val_out_r      <= val_out_s;			
		end
endgenerate
cic #(.Win(18),.Ncomb(1),.Ng(27),.Wout(16),.R(2000),.K(2)) CIC1
		(.id_data(id_data_r),	
		.ic_val_data(val_in_r),
		.ic_rst(ic_rst_r),	
		.clk(clk),
		.od_data(od_data_s),  
		.oc_val_data(val_out_s)
		);
assign od_data = od_data_r;
assign oc_val_data = val_out_r;
endmodule

===== run.sh =====
#!/bin/bash
# OpenROAD 26Q1-2900-gdf79404cd8, Yosys 0.63+post, stock flow scripts
make -C /OpenROAD-flow-scripts/flow DESIGN_CONFIG=/design/flow/config.mk WORK_HOME=/design/flow/orfs finish

===== config.mk =====
export PLATFORM = sky130hd
export DESIGN_NAME = cic_wrp
export DESIGN_NICKNAME = cic_wrp
export VERILOG_FILES = /design/flow/design.v
export SDC_FILE = /design/flow/constraint.sdc
export NUM_CORES = 4
export LEC_CHECK = 1
export CORE_UTILIZATION = 50

===== constraint.sdc =====
current_design cic_wrp

set clk_period 15.1
set clk_io_pct 0.2

create_clock -name clk0 -period $clk_period [get_ports {clk}]

set non_clock_inputs [all_inputs -no_clocks]
set_input_delay [expr $clk_period * $clk_io_pct] -clock clk0 $non_clock_inputs
set_output_delay [expr $clk_period * $clk_io_pct] -clock clk0 [all_outputs]

==> results.txt <==
Hold buffer count at cts: 0
Pre-antenna DRT Iters: 5
Clk pwr share: 0.169
Static leakage: 9.06 nW
Top FF cell, synth: edfxtp_1
Tool warnings: 25
Die Width: 201 um
Critical path startpoint: CIC1.UUT.gen_int[2].my_cic_int.data_delayed[37]
Worst reg2reg path startpoint: CIC1.UUT.my_cic_int.data_delayed[0]
Crit Path Max Fanout: 15
# rows: 72
Final std cells w/o fill: 2542
Outcome: finished, final reports clean
Power Density: 236 nW/um2
Worst-Margin Slew: 0.885 ns
Hold crit path type: reg2reg
DR vias: 14200
Slew Viols, Final: 0
Wire per inst: 14.9 um
Clock Latency Late Sink: 0.54 ns
GR Util All Layers: 0.204
Hold path endpoint: CIC1.UUT.gen_comb[1].comb.data_delay[0]
Yosys warns: 4
Gate Area: 10500 um2
Post-Syn Instances: 1956
Cell count listed in synth_stat.txt: 1956
Die area: 40500 um2
CP Class: reg2out
Comb power frac: 0.527
Required @ worst endpoint: 12.08 ns
Post-synth EDFFs: 263
Flops after synth: 302
Largest net degree at the start of global routing: 50
Switching power: 0.00206 W
CTS root buffer: clkbuf_16
Async SR Flop Fraction: 0
Std-Cell Core Area: 38900 um2
Slew HR: 0.402
Init Core Util: 0.510
Internal: 0.00313 W
RR Endpoint: CIC1.UUT.gen_int[1].my_cic_int.data_delayed[44]
Worst Hold Depth: 0
FILL cells: 3317
Yosys stat area: 19900 um2
DP HPWL: 28300 um
CP Capture Type: output port
DRC errors left: 0
Area leader share: 0.398
CTS tree: done
PortBufs: 37
Vias per cell: 5.57
Antenna Violating Nets Remaining: 0
Peak Freq: 180 MHz
Maximum clock path buffer count: 3
Synth cell types: 81
Hold wc startpoint: CIC1.UUT.comb.od_data_r[0]
Iter 0 DRT Violations: 699
P&R area growth vs syn: 10.7%
Worst vdd ir: 0.0000956 V
Sequential share of power: 0.304
Antenna cells: 0
Clk pin slew, worst setup/hold paths: 0.05 ns
Die y size: 201 um
GR Overflow Total: 0
Post-CTS setup buffer count: 0
Mapped cell area: 19900 um2
Initial antenna violation count: 0
Post-route cell area: 22000 um2
Vias in the first global route: 13400
RSZ-0062 raised after global routing: false
Number of buffers created by CTS: 37
Final Hold Viols: 0
Synth area leader: edfxtp_1
Clk sink count: 302
Final setup vio count: 0
CTS HTree Levels: 2
CP arrival: 2.55 ns
Placed cells: 2475
Global-route wire length before repair: 64600 um
Seq share, synth: 0.437
Gp weighted congestion: 0.913
Clock skew: 0.0125 ns
Reg area: 8680 um2
Top cells by area: edfxtp_1 (40%), ha_1 (13%), a21oi_1 (5.4%)
Sw Ratio: 0.397
FF-to-FF setup slack: 11.49 ns
Crit start category: flop
Syn avg cell area: 10.2 um2
Final WL: 37900 um
CTS resizes: 0
Final Critical Period: 5.57 ns
Fin util: 0.565
Setup TNS: 0 ns
Cycle use final: 0.369
Pwr Total: 0.00519 W
Max-cap violations: 0
Placed cell areas: 20800 um2
Fraction of layout cells with a size suffix above 1: 0.0563
IO Count: 38
Register-to-Register Path Depth: 12
-- sequential cells by signal (all words and copies together) (netlist names) --
name,flops
CIC1.UUT.expander.is_counting,1
CIC1.UUT.gen_int.my_cic_int.o_val_data_r,2
CIC1.UUT.expander.counter,11
CIC1.UUT.my_cic_int.data_delayed,48
CIC1.UUT.comb.data_delay,18
CIC1.UUT.my_cic_int.o_val_data_r,1
CIC1.UUT.gen_int.my_cic_int.data_delayed,96
CIC1.UUT.gen_comb.comb.od_data_r,42
CIC1.UUT.comb.val_data_r,1
CIC1.UUT.expander.o_data_r,21
CIC1.UUT.comb.od_data_r,19
CIC1.UUT.gen_comb.comb.data_delay,40
CIC1.UUT.gen_comb.comb.val_data_r,2
-- cells in the mapped netlist (all sizes together), types with 26 or more instances --
cell type and n:
and3 39, xnor2 114, edfxtp 263, nor2 164, clkbuf 36, a21o 90, nand2 120, ha 199
o21bai 35, a21oi 215, nand4 38, o21ai 102, inv 121, xor2 63, nor2b 26, dfxtp 39
nand3 37
-- critical path, cell delays in order, from the launching register on --
cell and delay (ns):
edfxtp_1 0.42, or4_1 0.53, nor3_1 0.15, a41oi_1 0.13, buf_4 0.22, nor2_1 0.11, nor2_1 0.05, clkdlybuf4s50_1 0.40
-- power by group through the flow --
stage,clock (W),sequential (W),combinational [W]
6_report,0.000876,0.00158,0.00274
5_1_grt,0.000938,0.00161,0.00309
4_1_cts,0.000903,0.00158,0.00274
-- how the worst max path moves through the flow --
stage / slack, ns / depth (start not counted) / to
after CTS: 9.49 / 7 / od_data[4]
after global routing: 9.28 / 14 / CIC1.UUT.comb.od_data_r[19]
final: 9.53 / 7 / od_data[11]
-- cells in the final DEF (no fill, tap or decap), types with 23 or more instances in the layout --
cell	count
a211oi_1	23
inv_1	121
o21ai_0	82
nand4_1	37
a21oi_1	213
xor2_1	63
nor3_1	23
edfxtp_1	263
nor2b_1	26
nor2_1	164
nand3_1	37
ha_1	199
and3_1	39
clkdlybuf4s50_1	36
dfxtp_1	34
o21bai_1	34
a21o_1	90
nand2_1	120
xnor2_1	114
clkbuf_16	40
-- logic make-up (layout without fill, tap and decap cells) --
kind of cell               after synthesis  after routing  share of synthesized area
AOI/OAI and AO/OA                      595            595                      0.198
and+or+nand+nor                        508            508                      0.122
DFF                                    302            302                      0.437
adders and majority gates              205            205                      0.131
xor gates and xnor gates               177            177                     0.0781
buffers and inverters                  167            235                     0.0325
muxes                                    2              2                    0.00101
-- layer usage --
| layer | up-vias | track usage | part of all wire |
|---|---|---|---|
| met1 | 6484 | 0.337 | 0.49 |
| met5 | - | 0 | 0 |
| met3 | 55 | 0.0349 | 0.047 |
| met2 | 243 | 0.305 | 0.44 |
| li1 | 7382 | - | - |
| met4 | 0 | 0.0376 | 0.021 |
-- through the flow --
stage	worst slack, ns	hold slack (ns)
after CTS	9.49	0.450
after detailed placement	9.02	0.436
after floorplan	9.90	0.426
after global routing	9.28	0.465
after global placement	9.07	0.437
final	9.53	0.446
-- area by class of cell --
type	count	share of cell area
clock buffers	51	0.0493
clock inverters	16	0.00592
inverters	121	0.0207
multi-input cells	1487	0.479
flip-flops and latches	302	0.395
well taps	518	0.0295
repair buffers	47	0.0200
No activity file was given, so power comes from the tool's default toggle rates.
